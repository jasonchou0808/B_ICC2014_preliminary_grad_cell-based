==> flow/constraint.sdc <==
current_design STI_DAC

set clk_period 4.0
set clk_io_pct 0.2

create_clock -name clk0 -period $clk_period [get_ports {clk}]

set non_clock_inputs [all_inputs -no_clocks]
set_input_delay [expr $clk_period * $clk_io_pct] -clock clk0 $non_clock_inputs
set_output_delay [expr $clk_period * $clk_io_pct] -clock clk0 [all_outputs]
==> flow/config.mk <==
export PLATFORM = sky130hd
export DESIGN_NAME = STI_DAC
export DESIGN_NICKNAME = STI_DAC
export VERILOG_FILES = /design/flow/design.v
export SDC_FILE = /design/flow/constraint.sdc
export NUM_CORES = 4
export LEC_CHECK = 1
export CORE_UTILIZATION = 30
==> flow/design.v <==
module STI_DAC(clk ,reset, load, pi_data, pi_length, pi_fill, pi_msb, pi_low, pi_end,
	       so_data, so_valid,
	       oem_finish, oem_dataout, oem_addr,
	       odd1_wr, odd2_wr, odd3_wr, odd4_wr, even1_wr, even2_wr, even3_wr, even4_wr);
input clk, reset;
input load, pi_msb, pi_low, pi_end; 
input [15:0] pi_data;
input [1:0] pi_length;
input pi_fill;
output reg so_data, so_valid;
output reg oem_finish, odd1_wr, odd2_wr, odd3_wr, odd4_wr, even1_wr, even2_wr, even3_wr, even4_wr;
output reg [4:0] oem_addr;
output reg [7:0] oem_dataout;
reg [2:0] state_cs, state_ns;  
parameter ST_IDLE = 3'd0;
parameter ST_STI = 3'd1;
parameter ST_8B = 3'd2;
parameter ST_16B = 3'd3;
parameter ST_24B = 3'd4;
parameter ST_32B = 3'd5;
parameter ST_DONE = 3'd6;
reg [4:0] count_pi; 
reg [7:0] count_so;  
reg [2:0] count_sonum;
reg [1:0] state2_cs, state2_ns;  
parameter ST2_IDLE = 2'd0;
parameter ST2_OUTPUT = 2'd1;
parameter ST2_ZERO = 2'd2;
parameter ST2_DONE = 2'd3;
reg [7:0] data;
reg [4:0] count_out;
reg odd;  
always @(posedge clk or posedge reset) begin  
	if(reset)
		state2_cs = ST2_IDLE;
	else
		state2_cs = state2_ns;
end
always @(*) begin  
	case (state2_cs)
		ST2_IDLE:
			if(so_valid)
				state2_ns = ST2_OUTPUT;
			else if(state_ns == ST_DONE)
				state2_ns = ST2_ZERO;
			else
				state2_ns = ST2_IDLE;
		ST2_OUTPUT:
			if(~so_valid)
				state2_ns = ST2_IDLE;
			else
				state2_ns = ST2_OUTPUT;
		ST2_ZERO:
			if(count_so == 255)
				state2_ns = ST2_DONE;
			else
				state2_ns = ST2_ZERO;
		ST2_DONE:
			state2_ns = ST2_DONE;
		default: 
			state2_ns = ST2_IDLE; 
	endcase
end
always @(posedge clk or posedge reset) begin  
	if(reset)
		oem_finish <= 0;
	else if(state2_ns == ST2_DONE)
		oem_finish <= 1;
	else
		oem_finish <= 0;
end
always @(posedge clk or posedge reset) begin  
	if(reset)
		data <= 8'd0;
	else if(state2_ns == ST2_OUTPUT)begin
		data[0] <= so_data;
		data[1] <= data[0];
		data[2] <= data[1];
		data[3] <= data[2];
		data[4] <= data[3];
		data[5] <= data[4];
		data[6] <= data[5];
		data[7] <= data[6];
	end
	else
		data <= 8'd0;
end
always @(posedge clk or posedge reset) begin  
	if(reset)
		oem_dataout <= 8'd0;
	else if(count_sonum == 3'd0)
		oem_dataout <= data;
	else
		oem_dataout <= 8'd0;
end
always @(posedge clk or posedge reset) begin  
	if(reset)
		oem_addr <= 5'd0;	
	else if(state2_cs == ST2_OUTPUT && count_sonum == 7)
		if(count_so == 255 || count_so == 0)
			oem_addr <= 5'd0;
		else if(count_so[0])
			oem_addr <= oem_addr + 1'b1;
		else
			oem_addr <= oem_addr;
	else if(state2_cs == ST2_ZERO && ~odd)
		oem_addr <= oem_addr + 1'b1;
	else	
		oem_addr <= oem_addr;
	end
always @(posedge clk) begin  
	if(state2_cs == ST2_OUTPUT)
		if((count_so[3:0] == 15 || 
			count_so[3:0] == 1 || 
			count_so[3:0] == 3 || 
			count_so[3:0] == 5 || 
			count_so[3:0] == 8 || 
			count_so[3:0] == 10 || 
			count_so[3:0] == 12 || 
			count_so[3:0] == 14) && count_sonum == 7)
			odd <= 1;
		else
			odd <= 0;
	else if(state2_cs == ST2_ZERO)
		odd <= odd + 1'b1;
	else
		odd <= 0;
end
always @(posedge clk or posedge reset) begin  
	if(reset)
		odd1_wr <= 0;
	else if(state2_cs == ST2_OUTPUT && odd && count_sonum == 0)
		if(count_so <= 63)
			odd1_wr <= 1;
		else
			odd1_wr <= 0;
	else if(state2_cs == ST2_ZERO && odd)
		if(count_so <= 63)
			odd1_wr <= 1;
		else
			odd1_wr <= 0;
	else
		odd1_wr <= 0;
end
always @(posedge clk or posedge reset) begin  
	if(reset)
		odd2_wr <= 0;
	else if(state2_cs == ST2_OUTPUT && odd && count_sonum == 0)
		if(count_so >= 64 && count_so <= 127)
			odd2_wr <= 1;
		else
			odd2_wr <= 0;
	else if(state2_cs == ST2_ZERO && odd)
		if(count_so >= 64 && count_so <= 127)
			odd2_wr <= 1;
		else
			odd2_wr	<= 0;
	else
		odd2_wr <= 0;
end
always @(posedge clk or posedge reset) begin  
	if(reset)
		odd3_wr <= 0;
	else if(state2_cs == ST2_OUTPUT && odd && count_sonum == 0)
		if(count_so >= 128 && count_so <= 191)
			odd3_wr <= 1;
		else
			odd3_wr <= 0;
	else if(state2_cs == ST2_ZERO && odd)
		if(count_so >= 128 && count_so <= 191)
			odd3_wr <= 1;
		else
			odd3_wr <= 0;
	else
		odd3_wr <= 0;
end
always @(posedge clk or posedge reset) begin  
	if(reset)
		odd4_wr <= 0;
	else if(state2_cs == ST2_OUTPUT && odd && count_sonum == 0)
		if(count_so >= 191 && count_so <= 254)
			odd4_wr <= 1;
		else
			odd4_wr <= 0;
	else if(state2_cs == ST2_ZERO && odd)
		if(count_so >= 191 && count_so <= 254)
			odd4_wr <= 1;
		else
			odd4_wr <= 0;
	else
		odd4_wr <= 0;
end
always @(posedge clk or posedge reset) begin  
	if(reset)
		even1_wr <= 0;
	else if(state2_cs == ST2_OUTPUT && ~odd && count_sonum == 0)
		if(count_so + 1 <= 63)
			even1_wr <= 1;
		else
			even1_wr <= 0;
	else if(state2_cs == ST2_ZERO && ~odd && count_so != 0)
		if(count_so + 1 <= 63)
			even1_wr <= 1;
		else
			even1_wr <= 0;
	else
		even1_wr <= 0;
end
always @(posedge clk or posedge reset) begin  
	if(reset)
		even2_wr <= 0;
	else if(state2_cs == ST2_OUTPUT && ~odd && count_sonum == 0)
		if(count_so >= 63 && count_so <= 126)
			even2_wr <= 1;
		else
			even2_wr <= 0;
	else if(state2_cs == ST2_ZERO && ~odd)
		if(count_so >= 63 && count_so <= 126)
			even2_wr <= 1;
		else
			even2_wr <= 0;
	else
		even2_wr <= 0;
end
always @(posedge clk or posedge reset) begin  
	if(reset)
		even3_wr <= 0;
	else if(state2_cs == ST2_OUTPUT && ~odd && count_sonum == 0)
		if(count_so >= 127 && count_so <= 190)
			even3_wr <= 1;
		else
			even3_wr <= 0;
	else if(state2_cs == ST2_ZERO && ~odd)
		if(count_so >= 127 && count_so <= 190)
			even3_wr <= 1;
		else
			even3_wr <= 0;
	else
		even3_wr <= 0;
end
always @(posedge clk or posedge reset) begin  
	if(reset)
		even4_wr <= 0;
	else if(state2_cs == ST2_OUTPUT && ~odd && count_sonum == 0)
		if(count_so >= 191 && count_so <= 254)
			even4_wr <= 1;
		else
			even4_wr <= 0;
	else if(state2_cs == ST2_ZERO && ~odd)
		if(count_so >= 191 && count_so <= 254)
			even4_wr <= 1;
		else
			even4_wr <= 0;
	else
		even4_wr <= 0;
end
always @(posedge clk or posedge reset) begin  
	if(reset)
		state_cs <= ST_IDLE;
	else
		state_cs <= state_ns;	
end
always @(*) begin  
	case (state_cs)
		ST_IDLE: 
			if(load)
				state_ns = ST_STI;
			else if(pi_end)
				state_ns = ST_DONE;
			else
				state_ns = ST_IDLE;
		ST_STI:
			if(pi_length == 2'b00)
				state_ns = ST_8B;
			else if(pi_length == 2'b01)
				state_ns = ST_16B;
			else if(pi_length == 2'b10)
				state_ns = ST_24B;
			else if(pi_length == 2'b11)
				state_ns = ST_32B;
			else
				state_ns = ST_STI;
		ST_8B:
			if(pi_msb)
				if(count_pi == 5'd8 || count_pi == 5'd0)
					state_ns = ST_IDLE;
				else
					state_ns = ST_8B;
			else
				if(count_pi == 5'd15 || count_pi == 5'd7)
					state_ns = ST_IDLE;
				else
					state_ns = ST_8B;
		ST_16B:
			if(pi_msb)
				if(count_pi == 5'd0)
					state_ns = ST_IDLE;
				else
					state_ns = ST_16B;
			else
				if(count_pi == 5'd15)
					state_ns = ST_IDLE;
				else
					state_ns = ST_16B;
		ST_24B:
			if(pi_fill)	
				if(pi_msb)
					if(count_pi == 5'd24)
						state_ns = ST_IDLE;
					else
						state_ns = ST_24B;
				else
					if(count_pi == 5'd15)
						state_ns = ST_IDLE;
					else
						state_ns = ST_24B;
			else
				if(pi_msb)
					if(count_pi == 5'd0)
						state_ns = ST_IDLE;
					else
						state_ns = ST_24B;
				else
					if(count_pi == 5'd23)
						state_ns = ST_IDLE;
					else
						state_ns = ST_24B;
		ST_32B:
			if(pi_fill)	
				if(pi_msb)
					if(count_pi == 5'd16)
						state_ns = ST_IDLE;
					else
						state_ns = ST_32B;
				else
					if(count_pi == 5'd15)
						state_ns = ST_IDLE;
					else
						state_ns = ST_32B;
			else
				if(pi_msb)
					if(count_pi == 5'd0)
						state_ns = ST_IDLE;
					else
						state_ns = ST_32B;
				else
					if(count_pi == 5'd31)
						state_ns = ST_IDLE;
					else
						state_ns = ST_32B;
		ST_DONE:
			state_ns = ST_DONE;
		default:
			state_ns = ST_IDLE; 
	endcase
end
always @(posedge clk or posedge reset) begin  
	if(reset)
		count_so <=8'd255;
	else if(count_sonum == 3'd7)
		count_so <= count_so + 1'b1;
	else if(state2_cs == ST2_ZERO)
		count_so <= count_so + 1'b1;
	else
		count_so <= count_so;
end
always @(posedge clk or posedge reset) begin  
	if(reset)
		count_sonum <= 3'd0;
	else
		case (state_cs)
			ST_IDLE:
				count_sonum <= 3'd0;
			ST_STI:
				count_sonum <= 3'd0;
			default: 
				if(so_valid)
					count_sonum <= count_sonum + 1'b1;
				else
					count_sonum <= count_sonum; 
		endcase
end
always @(posedge clk or posedge reset) begin  
	if(reset)
		so_data <= 0;
	else
		case (state_cs)
			ST_IDLE:
				so_data <= 0;
			ST_8B:
				so_data <= pi_data[count_pi];
			ST_16B:
				so_data <= pi_data[count_pi];
			ST_24B:
				if(pi_fill)	
					if(count_pi >= 24 && count_pi <= 31)
						so_data <= 0;
					else
						so_data <= pi_data[count_pi];
				else
					if(count_pi >= 16 && count_pi <= 23)
						so_data <= 0;
					else
						so_data <= pi_data[count_pi];
			ST_32B:
				if(pi_fill)	
					if(count_pi >= 16 && count_pi <= 31)
						so_data <= 0;
					else
						so_data <= pi_data[count_pi];
				else
					if(count_pi >= 16 && count_pi <= 31)
						so_data <= 0;
					else
						so_data <= pi_data[count_pi];
			default: 
				so_data <= 0;
		endcase
end
always @(posedge clk or posedge reset) begin  
	if(reset)
		so_valid <= 0;
	else
		case (state_cs)
			ST_8B:
				so_valid <= 1;
			ST_16B:
				so_valid <= 1;
			ST_24B:
				so_valid <= 1;
			ST_32B:
				so_valid <= 1;
			default: 
				so_valid <= 0;
		endcase
end
always @(posedge clk or posedge reset) begin  
	if(reset)
		count_pi <= 5'd0;
	else
		case (state_ns)
			ST_IDLE:
				count_pi <= 5'd0;
			ST_8B:
				if(pi_msb)
					if(pi_low && count_pi == 5'd0)
						count_pi <= 5'd15;
					else if(pi_low)
						count_pi <= count_pi - 1'b1;
					else if(~pi_low && count_pi == 0)
						count_pi <= 5'd7;
					else if(~pi_low)
						count_pi <= count_pi - 1'b1;
					else
						count_pi <= count_pi;
				else
					if(pi_low && count_pi == 5'd0)
						count_pi <= 5'd8;
					else if(pi_low)
						count_pi <= count_pi + 1'b1;
					else if(~pi_low && state_cs == ST_STI)
						count_pi <= 5'd0;
					else if(~pi_low)
						count_pi <= count_pi + 1'b1;
					else
						count_pi <= count_pi;
			ST_16B:
				if(pi_msb)
					if(count_pi == 5'd0)
						count_pi <= 5'd15;
					else
						count_pi <= count_pi - 1'b1;
				else
					if(state_cs == ST_STI)
						count_pi <= 5'd0;
					else
						count_pi <= count_pi + 1'b1;
			ST_24B:
				if(pi_fill)	
					if(pi_msb)
						if(state_cs == ST_STI && count_pi == 5'd0)
							count_pi <= 5'd15;
						else
							count_pi <= count_pi - 1'b1;
					else
						if(state_cs == ST_STI)
							count_pi <= 5'd24;
						else
							count_pi <= count_pi + 1'b1;
				else
					if(pi_msb)
						if(count_pi == 5'd0)
							count_pi <= 5'd23;
						else
							count_pi <= count_pi - 1'b1;
					else
						if(state_cs == ST_STI)
							count_pi <= 5'd0;
						else
							count_pi <= count_pi + 1'b1;
			ST_32B:
				if(pi_fill)	
					if(pi_msb)
						if(state_cs == ST_STI && count_pi == 5'd0)
							count_pi <= 5'd15;
						else
							count_pi <= count_pi - 1'b1;
					else
						if(state_cs == ST_STI)
							count_pi <= 5'd16;
						else
							count_pi <= count_pi + 1'b1;
				else
					if(pi_msb)
						if(count_pi == 5'd0)
							count_pi <= 5'd31;
						else
							count_pi <= count_pi - 1'b1;
					else
						if(state_cs == ST_STI)
							count_pi <= 5'd0;
						else
							count_pi <= count_pi + 1'b1;
			default: 
				count_pi <= 5'd0;
		endcase
end
endmodule
==> flow/run.sh <==
#!/bin/bash
# OpenROAD 26Q1-2900-gdf79404cd8, Yosys 0.63+post, stock flow scripts
make -C /OpenROAD-flow-scripts/flow DESIGN_CONFIG=/design/flow/config.mk WORK_HOME=/design/flow/orfs finish
==> job_summary.md <==
## Implementation flow summary

| Metric | Value |
|---|---|
| P_sw | `0.600 mW` |
| FP Util | `30.7%` |
| Die Width | `110 µm` |
| GPL Wtd Cong | `0.868` |
| Crit start category | `flip-flop` |
| Final ANT Viol Nets | `0` |
| Initial antenna violation count | `0` |
| Slew Limit Fails | `0` |
| Setup_tns | `0 ns` |
| Vias in the first global route | `2,624` |
| Cell Area, Synth | `roughly 3500 µm²` |
| Comb power frac | `22.1%` |
| Hold crit path type | `reg2reg` |
| Number of buffers created by CTS | `9` |
| GRT overflow | `0` |
| Hold Path Sink | `oem_dataout[7]$_DFF_PP0_` |
| Combinational Area | `1820 µm²` |
| Status | `complete, no violations` |
| Die Y | `110 µm` |
| R2R Setup Slk | `about 1.1 ns` |
| Crit Path Max Fanout | `10` |
| Clock skew | `0.00750 ns` |
| Post-synthesis sequential area ratio | `roughly 43%` |
| DRT Wirelength | `around 7500 µm` |
| Worst setup EP type | `flip-flop` |
| Die Size | `12,100 µm²` |
| Most frequent logic cell in the layout | `dfrtp_1` |
| Crit-path cells | `inv_1 -> ha_1 -> or4b_1 -> nand3_1 -> a41o_1 -> o2111ai_1 -> o32a_1 -> o311ai_2` |
| Clk root buf | `clkbuf_16` |
| Met2 Resource Use GR | `between 20% and 30%` |
| Unique cell types | `67` |
| # Cells Yosys | `360` |
| Routing usage on met3 | `approximately 3%` |
| Clk pin slew, worst setup/hold paths | `approximately 0.050 ns` |
| Power density cells | `451 nW/µm²` |
| Worst vdd rail ir drop | `about 320 µV` |
| Hold slack final | `0.450 ns` |
| F_max | `346 MHz` |
| Late-Pin Clk Latency | `0.33 ns` |
| Layout cells sized above 1 | `11.8%` |
| Slew at the pin with the worst max-slew slack | `0.734 ns` |
| I/O pins | `49` |
| Resized cells post-CTS | `0` |
| Hold buffer count at cts | `0` |
| Core Box Area | `11,400 µm²` |
| Grt met1 use | `between 20% and 30%` |
| WP data arrival | `3.12 ns` |
| Buffers on Ports | `48` |
| Int Pwr | `1.38 mW` |
| H-tree Lvls | `3` |
| Yosys warns | `1` |
| Clock group share of total power | `35.8%` |
| Asr flop ratio synth | `98.3%` |
| Global route hottest layer | `met2` |
| Most instantiated logic cells after routing | `dfrtp_1 (49), clkdlybuf4s50_1 (48), nand2_1 (29)` |
| Pin count of the biggest net entering global routing | `47` |
| Starting DRT DRC Count | `about 140` |
| Unrepaired setup endpoints after global routing | `no` |
| Iteration count of the initial detailed-routing pass | `4` |
| Min-Delay Path Depth | `1` |
| # Post-CTS Setup Buffers | `0` |
| Critical Path RT | `4.23 ns` |
| GRT Util Overall | `13.2%` |
| OpenROAD warnings | `33` |
| RR Startpoint | `count_pi[0]$_DFF_PP0_` |
| Synth Flop Type | `dfrtp_1` |
| Clk sink count | `60` |
| Row cnt | `39` |
| Syn_area_per_cell | `9.74 µm²` |
| First-pass GRT wire length | `12,500 µm` |
| Gate Count Post-Synth | `360` |
| Placed wire-length estimate | `5450 µm` |
| FF+latch area | `approximately 1500 µm²` |
| Worst R2R Path Depth | `8` |
| Period utilization | `72.2%` |
| Antenna diodes | `0` |
| Finish-stage setup viols | `0` |
| Layout area overhead | `25.0%` |
| Avg WL per Cell | `13.5 µm` |
| Register share of total power | `a little over two fifths` |
| Vias | `2,774` |
| Filler Cell Count | `1,137` |
| Sw Ratio | `between 30% and 40%` |
| Area reported by Yosys stat | `3510 µm²` |
| Drt drc | `0` |
| Largest stage delay on the critical path | `0.60 ns` |
| Relative slew slack | `50.9%` |
| CTS tree | `yes` |
| Post-DR vias/cell | `5.03` |
| HP Start | `data[7]$_DFF_PP0_` |
| Critical Path Slowest Stage Cell | `or4b_1` |
| Max_cap viols | `0` |
| Final hold violation count | `0` |
| Clock Path Buffers | `2` |
| EDFF count, synth | `0` |
| R2R Path End | `count_pi[4]$_DFF_PP0_` |
| Critical path type | `reg2reg` |
| Final Critical Period | `2.89 ns` |
| Flops out of synthesis | `60` |
| Leakage power | `1.83 nW` |
==> state kept, by name, indices dropped and copies added (netlist names) <==
register / cells
count_pi: 5
odd3_wr: 1
even2_wr: 1
even3_wr: 1
even4_wr: 1
so_valid: 1
even1_wr: 1
state_cs: 7
oem_dataout: 8
odd1_wr: 1
odd: 1
count_so: 8
odd2_wr: 1
odd4_wr: 1
state2_cs: 4
oem_finish: 1
so_data: 1
data: 8
oem_addr: 5
count_sonum: 3
==> cells by family after synthesis <==
kind of cell               Yosys count  share of synthesized area (%)
and+or+nand+nor                    134                           20.7
AOI/OAI and AO/OA                   82                           17.5
DFF                                 60                           43.0
buffers and inverters               43                           4.92
xor gates and xnor gates            18                           4.50
adders and majority gates           14                           5.00
muxes                                9                           4.39
==> worst max-delay path by stage <==
stage / slack [ns] / start / cells past startpoint / endpoint
final: 1.11 / count_pi[0]$_DFF_PP0_ / 8 / count_pi[4]$_DFF_PP0_
after global routing: 0.91 / count_pi[0]$_DFF_PP0_ / 8 / count_pi[4]$_DFF_PP0_
after CTS: 1.10 / count_pi[0]$_DFF_PP0_ / 8 / state2_cs[1]$_DFF_PP0_
==> metrics by stage <==
stage | power (mW) | setup WS [ns] | std cells | utilization, % | area [µm²]
after floorplan | 1.11 | 1.28 | 360 | - | 3510
after global placement | 1.27 | 0.998 | 535 | 35.9 | 4100
after detailed placement | 1.28 | 0.949 | 535 | 35.9 | 4100
after CTS | 2.00 | 1.10 | 551 | 38.4 | 4380
after global routing | 2.10 | 0.913 | 551 | 38.4 | 4380
final | 1.98 | 1.11 | 551 | 38.4 | 4380
==> layer usage <==
metal | part of all wire [%] | wire length, µm
met5 | 0 | 0
met4 | 0.90 | 67
met3 | 6.0 | 447
met2 | 44 | 3300
met1 | 49 | 3650
==> power groups by stage <==
stage | Combinational, mW | Clock (mW) | Sequential [mW]
after global routing | 0.504 | 0.750 | 0.848
final | 0.437 | 0.708 | 0.831
after CTS | 0.443 | 0.725 | 0.830
==> cell type report <==
cell class              instances  share of cell area (%)
flip-flops and latches         60                    34.4
repair buffers                 50                    11.3
clock inverters                 5                   0.857
well taps                     143                    4.08
inverters                      25                    2.14
clock buffers                  11                    5.54
multi-input cells             257                    41.6
==> synthesized netlist by cell type, drive strengths merged (9+ instances only) <==
cell type  count  area share [%]
ha            14             5.0
nor3          14             2.0
a21oi         20             2.9
inv           25             2.7
dfstp         10             7.5
nand3          9             1.3
xnor2         11             2.7
clkbuf        11             1.2
dfrtp         49              35
and2          20             3.6
nand2         29             3.1
o21ai         16             2.3
nor2          28             3.0
==> worst max-delay path, delay by kind of cell, from the launching register on <==
family | cells | cell delay, ns
AND-OR/OR-AND | 4 | 1.07
adder cells (fa/ha/maj) | 1 | 0.26
buffers and inverters | 1 | 0.18
flip-flops | 1 | 0.52
AND/OR/NAND/NOR | 2 | 0.76
Power figures rest on the tool's default switching activity, not on a simulated workload.
